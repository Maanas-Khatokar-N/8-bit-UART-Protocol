## design/flow/design.v

```verilog
module baudRate_generator #(
    parameter CLK_FREQ = 50000000,     
    parameter BAUD_RATE = 9600,        
    parameter OVERSAMPLE = 16          
)(
    input clk, rst,
    output tx_enable, rx_enable
);
    localparam TX_MAX = CLK_FREQ / BAUD_RATE - 1;
    localparam RX_MAX = CLK_FREQ / (BAUD_RATE * OVERSAMPLE) - 1;
    localparam TX_WIDTH = $clog2(TX_MAX + 1);
    localparam RX_WIDTH = $clog2(RX_MAX + 1);
    reg [TX_WIDTH-1:0] tx_counter;   
    reg [RX_WIDTH-1:0] rx_counter;   
    always @(posedge clk or posedge rst) begin
        if (rst) begin
            tx_counter <= 0;
        end
        else if (tx_counter == TX_MAX) begin
            tx_counter <= 0;
        end
        else begin
            tx_counter <= tx_counter + 1'b1;
        end
    end
    always @(posedge clk or posedge rst) begin
        if (rst) begin
            rx_counter <= 0;
        end
        else if (rx_counter == RX_MAX) begin
            rx_counter <= 0;
        end
        else begin
            rx_counter <= rx_counter + 1'b1;
        end
    end
    assign tx_enable = (tx_counter == 0);
    assign rx_enable = (rx_counter == 0);
endmodule
module receiver (
    input clk, rst, rx, ready_clr, baud_en,
    output reg ready,
    output reg [7:0] data_out 
);
    parameter start_state = 2'b01;
    parameter data_out_state = 2'b10;
    parameter stop_state = 2'b11;
    reg [1:0] state = start_state;
    reg [3:0] sample = 0;       
    reg [3:0] index = 0;        
    reg [7:0] temp_data;        
    always @(posedge clk or posedge rst) begin
        if (rst) begin
            ready <= 1'b0;
            data_out <= 8'b0;
        end
    end
    always @(posedge clk) begin
        if (ready_clr) ready <= 0;
        if (baud_en) begin
            case (state)
                start_state: begin
                    if (rx == 0 || sample != 0) sample <= sample + 1'b1;
                    if (sample == 15) begin
                        state <= data_out_state;
                        sample <= 0;
                        index <= 0;
                        temp_data <= 8'b0; 
                    end
                end
                data_out_state: begin
                    sample <= sample + 1'b1;
                    if (sample == 4'd8) begin
                        temp_data[index] <= rx;
                        index <= index + 1'b1;
                    end
                    if (index == 8 && sample == 15) state <= stop_state;
                end
                stop_state: begin
                    if (sample == 15) begin
                        state <= start_state;
                        data_out <= temp_data;
                        ready <= 1'b1;
                        sample <= 0;
                    end
                    else sample <= sample + 1'b1;
                end
                default: state <= start_state;
            endcase
        end 
    end
endmodule
module transmitter (
    input clk, rst, write_en, baud_en,
    input [7:0] data_in,
    output reg tx,
    output busy
);
    parameter idle_state = 2'b00;
    parameter start_state = 2'b01;
    parameter data_state = 2'b10;
    parameter stop_state = 2'b11;
    reg [1:0] state = idle_state;
    reg [7:0] data;       
    reg [3:0] index;      
    always @(posedge clk or posedge rst) begin
        if (rst) begin
            tx <= 1'b1;
            data <= 8'b0;
            index <= 4'b0;
            state <= idle_state;
        end
        else  begin
            case (state)
                idle_state: if (write_en) begin 
                    state <= start_state;
                    data <= data_in;
                end
                start_state: if (baud_en) begin
                    state <= data_state;
                    tx <= 1'b0;
                    index <= 4'b0;
                end
                data_state: if (baud_en) begin
                    if (index == 4'd8) state <= stop_state;
                    else begin
                        index <= index + 4'h1;
                        tx <= data[index];
                    end
                end
                stop_state: if (baud_en) begin
                    state <= idle_state;
                    tx <= 1'b1;
                end
                default: begin
                    state <= idle_state;
                    tx <= 1'b1;
                end 
            endcase
        end
    end
    assign busy = (state != idle_state);
endmodule
module uart_top (
    input clk, rst, write_en, ready_clr,
    input [7:0] data_in,
    output ready, busy,
    output [7:0] data_out
);
    wire rx_clk_en;      
    wire tx_clk_en;      
    wire tx_temp;        
    baudRate_generator baud(clk, rst, tx_clk_en, rx_clk_en);
    transmitter tx(clk, rst, write_en, tx_clk_en, data_in, tx_temp, busy);
    receiver rx(clk, rst, tx_temp, ready_clr, rx_clk_en, ready, data_out);
endmodule
```

## design/flow/run.sh

```bash
#!/bin/bash
# OpenROAD 26Q1-2900-gdf79404cd8, Yosys 0.63+post, stock flow scripts
make -C /OpenROAD-flow-scripts/flow DESIGN_CONFIG=/design/flow/config.mk WORK_HOME=/design/flow/orfs finish
```

## design/flow/config.mk

```make
export PLATFORM = sky130hd
export DESIGN_NAME = uart_top
export DESIGN_NICKNAME = uart_top
export VERILOG_FILES = /design/flow/design.v
export SDC_FILE = /design/flow/constraint.sdc
export NUM_CORES = 4
export LEC_CHECK = 1
export CORE_AREA = 10 10 95 95
export DIE_AREA = 0 0 105 105
```

## design/flow/constraint.sdc

```tcl
current_design uart_top

set clk_period 4.0
set clk_io_pct 0.2

create_clock -name clk0 -period $clk_period [get_ports {clk}]

set non_clock_inputs [all_inputs -no_clocks]
set_input_delay [expr $clk_period * $clk_io_pct] -clock clk0 $non_clock_inputs
set_output_delay [expr $clk_period * $clk_io_pct] -clock clk0 [all_outputs]
```

==> out/summary.txt <==
Max Slew Vio Count = 0
CP Max Fanout = 4
Die width = 105 um
Yosys Chip Area = 1180 sq um
P_int = 265 uW
Status = complete, no violations
Core ar. = 6910 sq um
Detailed Routing Iterations Pass 1 = 3
Worst slew pin tran = 0.709 ns
Most Used Layer, Global Route = met2
ANT cells = 0
Most numerous logic cell after layout = dfrtp_1
Final Wtd Congestion = 0.785
Seq cells post-synth = 19
Most used cell, CP = inv_1
Number of enable flip-flop cells = 0
Vias per inst = 3.54
Switching share of total power = 19.1%
Synthesized area per cell = 9.73 sq um
Number of global-route vias before repair = 764
FF-to-FF Start = tx.state[0]
Hold WC Path Type = reg -> reg
Critical path origin = tx.state[1]
Combinational group share of total power = 1.8%
Final wirelength = 1920 um
Critical Path RT = 3.20 ns
Met3 global-route usage = 1.06%
Syn Inst Count = 121
Hold Violations, Final = 0
Clock-pin slew on the worst setup and hold paths = 0.06 ns
Distinct cell type count of the synthesized netlist = 36
Setup Crit Path Kind = reg -> out
Critical-path cell list = inv_1 > ha_1 > inv_1 > clkdlybuf4s50_1
CTS root buffer = clkbuf_8
Lkg Pwr = 0.576 nW
Setup TNS = 0 ns
Syn-to-layout area delta = 13.0%
I/O Pins = 22
CP Launch Type = register
Wirelength per Cell = 8.65 um
Asr flop ratio synth = 100%
Largest net degree at the start of global routing = 20
DRC Markers = 0
Final setup fails = 0
HP Start = baud.tx_counter[12]
Hold buffer count at CTS = 0
TritonCTS clock tree = built
CP Data Arrival Time = 1.46 ns
FMAX = 442 MHz
VDD IR max = 0.0000776 V
Clock Path Buffers = 2
Met1 Resource Use GR = 5.14%
Part of the power in registers = 58.8%
ANT nets after route = 0
Yosys warning tally = 21
DIE HEIGHT = 105 um
Yosys cell count = 121
Initial antenna violation count = 0
Rel. slew slack = 52.7%
Total track usage = 3.64%
Die Size = 11000 sq um
First-pass GRT wire length = 3530 um
M2 GR Usage = 5.47%
Critical-path top delay cell = clkdlybuf4s50_1
Most frequent cells in the layout = dfrtp_1 (19), inv_1 (13), ha_1 (9), conb_1 (9), nor2_1 (8)
Latency at later pin = 0.25 ns
Clk_skew = 0.00234 ns
Hold slack = 0.515 ns
Overflow after GRT = 0
Max_cap viols = 0
RSZ-0062 raised after global routing = false
Switching power = 62.3 uW
Core Rows = 30
Post-Syn Area = 1180 sq um
DP Wirelength = 1440 um
Floorplan utilization = 17.0%
Power Dens Cells = 246 nW/um^2
Min-Delay Path Depth = 1
Sequential fraction of the synthesis area = 40.4%
Fin cells = 222
Worst Hold Endpoint = baud.tx_counter[12]
Share of total power in the clock network = 39.4%
Slowest cell delay on critical path = 0.46 ns
Tcrit/Tclk final = 56.6%
Commonest flop = dfrtp_1
Worst R2R Setup Slack = 2.17 ns
Cts repair resizes = 0
CTS Sinks = 19
H-Tree Depth = 1
Tool warnings = 40
CP endpoint kind = primary output
Ratio of cells with drive above 1 in the final layout = 7.14%
Crit path time final = 2.26 ns
Num CTS Buffers = 3
R2R cell count = 6
Reg2reg end = tx.state[1]
Vias post-DR = 786
I/O Buffers = 3
Post-CTS setup repair buffer count = 0
Filler cells = 758
Starting DRT DRC Count = 23
Placed cell count = 218
[metal layers]
metal	wire length (um)	vias up	share of wire, %
met4	33	0	1.7
met3	71	2	3.7
met5	0	-	0
met2	794	11	41
met1	1020	364	53
li1	-	409	-
[how the worst max path moves through the flow]
stage	endpoint	slack [ns]	cells after the start
6_report	busy	1.74	4
4_1_cts	busy	1.71	4
5_1_grt	busy	1.61	4
[synthesized netlist by cell type (all sizes together) (2+ instances only)]
library cell	instances	area, sq um
nor3	5	25.0
o211ai	2	20.0
o21ai	3	15.0
dfrtp	19	475
nor2	8	30.0
a22o	2	17.5
nand4	3	18.8
buf	10	72.6
a211o	2	17.5
and3	2	12.5
and4	3	27.5
nor4	4	40.0
xor2	7	61.3
xnor2	2	17.5
nor2b	3	18.8
nand3	6	30.0
nand2	6	22.5
inv	13	48.8
ha	9	113
[cells by family (layout without fill, tap and decap cells)]
logic type	after synthesis	after routing	synth area share, %
flip-flops	19	19	40.4
adder cells (fa/ha/maj)	9	9	9.56
AND-OR/OR-AND	15	15	9.88
XOR/XNOR	9	9	6.70
multiplexers	2	2	2.13
other	1	9	0.319
buffers and inverters	23	20	10.3
AND/OR/NAND/NOR	43	43	20.7
[cell type report]
class / count / area, sq um / area share, %
Tap cell: 96 / 120 / 9.03
Clock buffer: 4 / 45.0 / 3.39
Timing Repair Buffer: 3 / 30.0 / 2.26
Multi-Input combinational cell: 87 / 611 / 45.9
Sequential cell: 19 / 475 / 35.7
Inverter: 13 / 48.8 / 3.67
[power groups by stage]
stage / Clock (mW) / Sequential, mW / Combinational, mW
final: 0.129 / 0.192 / 0.00592
after global routing: 0.144 / 0.192 / 0.00759
after CTS: 0.136 / 0.192 / 0.00666
[flip-flops by register name, indices dropped and copies added, names as in the netlist]
name	flops
baud.tx_counter	13
tx.state	2
tx.index	4
[worst max-delay path, delay by kind of cell, from the launching register on]
kind,cells,cell delay [ns]
buffers and inverters,3,0.62
flip-flops,1,0.40
adder cells (fa/ha/maj),1,0.19
[metrics by stage]
stage               total power, mW  util (%)  setup WS, ns  instance area [sq um]
floorplan                     0.205         -          2.31                   1210
detailed placement            0.202      18.6          1.93                   1280
finish                        0.327      19.3          1.74                   1330
CTS                           0.334      19.3          1.71                   1330
global route                  0.343      19.3          1.61                   1330
global placement              0.202      18.6          1.94                   1280
Power is estimated from default activity; no workload was simulated.
